==> ./constraint.sdc <==
current_design booth_multiplier_4bit

set clk_period 8.3
set clk_io_pct 0.2

create_clock -name clk0 -period $clk_period

set non_clock_inputs [all_inputs -no_clocks]
set_input_delay [expr $clk_period * $clk_io_pct] -clock clk0 $non_clock_inputs
set_output_delay [expr $clk_period * $clk_io_pct] -clock clk0 [all_outputs]
==> ./config.mk <==
export PLATFORM = sky130hd
export DESIGN_NAME = booth_multiplier_4bit
export DESIGN_NICKNAME = booth_multiplier_4bit
export VERILOG_FILES = /design/flow/design.v
export SDC_FILE = /design/flow/constraint.sdc
export NUM_CORES = 4
export LEC_CHECK = 1
export CORE_AREA = 10 10 93 93
export DIE_AREA = 0 0 103 103
==> ./run.sh <==
#!/bin/bash
# OpenROAD 26Q1-2900-gdf79404cd8, Yosys 0.63+post, stock flow scripts
make -C /OpenROAD-flow-scripts/flow DESIGN_CONFIG=/design/flow/config.mk WORK_HOME=/design/flow/orfs finish
==> ./design.v <==
module booth_multiplier_4bit (
    input signed [3:0] A,
    input signed [3:0] B,
    output reg signed [7:0] Product
);
    reg signed [4:0] ACC;
    reg signed [3:0] M, Q;
    reg Q_1;
    integer i;
    always @(*) begin
        M = A;
        Q = B;
        Q_1 = 1'b0;
        ACC = 5'd0;
        for (i = 0; i < 4; i = i + 1) begin
            case ({Q[0], Q_1})
                2'b01: ACC = ACC + M;
                2'b10: ACC = ACC - M;
                default: ;
            endcase
            {ACC, Q, Q_1} = {ACC[4], ACC, Q, Q_1} >>> 1;   
        end
        Product = {ACC[3:0], Q};
    end
endmodule
==> metrics.csv <==
metric,value,unit
drt_iter0_markers,24,
clkPwrFrac,0,
crit_cells,25,
place.gp.congestion,0.9087,
cap_viol_max_count,0,
gr-usage-all-layers,0.04898,
top_area_frac,0.1799,
vias,949,
antenna_found_initial,1,
worst-path-buf-inv,6,
max_slew_margin,0.7550,
yosys_warnings,1,
clkbuf_count,0,
cp.required,6640,ps
fin_util,0.2117,
fp_util,0.1441,
p_sw_frac,0.4255,
ant_nets,0,
setup_viol,0,
ys_seq_share,0,
drive_gt1_frac,0.2563,
cts_hold_buf,0,
syn_inst,134,
synth_area,973.4,µm²
die_y,103,µm
p_comb_frac,1.000,
cp.arrival,6310,ps
path_class,primary input to output pin,
peakVddDrop,0.04722,mV
worstHoldPathCells,5,
critPathTopFamily,buffers and inverters,
gr-total-overflow,0,
fp.dieArea,10610,µm²
port_buffers,16,
min_path_type,primary input to output pin,
drt-total-wl,2.540,mm
yosysUniqueCellTypes,32,
status,"finished, final reports clean",
area_delta_synth_final,46.91,%
firstDrtPassIters,3,
warnings,32,
rows,30,
crit_fanout,6,
wl_per_cell,10.54,µm
viasPerCell,3.938,
sequentialPowerShare,0,
yosys-stat-cells,134,
io_pins,16,
startpoint_type,primary input,
largest_area_cell,ha_1,
yosysChipArea,973.4,µm²
slew_violations,0,
finalHoldViolCount,0,
grt_pass1_vias,937,
core,6756,µm²
min_period,7968,ps
place_hpwl,2.174,mm
setup_tns,0,ps
pwr_density_cell,148.2,nW/µm²
grt_start_max_net_pins,12,
max_freq,0.1255,GHz
fin_crit_sh,0.9601,
fillers,746,
grt_pass1_wl,4.326,mm
topCellsByArea,"ha_1 (18%), xnor2_1 (9.0%), mux2i_1 (8.2%)",
avgSynthCellArea,7.264,µm²
slowest_stage,clkdlybuf4s50_1,
worst_pin_slew,366.9,ps
internal_power,0.1218,mW
end_kind,output pin,
p_leak,0.6256,nW
flops,0,
flop_area,0,µm²
die_w,103,µm
slowest_delay,480,ps
drcViolationCount,0,
power.switching,0.09018,mW
## cell usage after synthesis (2+ instances only)
master,instances
nor2_1,16
nor2b_1,6
xor2_1,7
xnor2_1,10
nor3_1,4
o21ai_0,3
fa_1,3
inv_1,14
nand2b_1,2
a21oi_1,11
nand2_1,5
a211oi_1,3
mux2_2,3
ha_1,14
buf_1,2
a21o_1,5
clkbuf_1,4
mux2i_1,8
## power groups by stage
stage	Combinational [mW]	Sequential (mW)	Clock (mW)
4_1_cts	0.202	0	0
5_1_grt	0.243	0	0.0000000161
6_report	0.212	0	0.0000000161
## logic make-up after synthesis
| logic type | synth area share |
|---|---|
| buffers and inverters | 0.08483 |
| xor gates and xnor gates | 0.1530 |
| and+or+nand+nor | 0.2005 |
| muxes | 0.1311 |
| AOI/OAI and AO/OA | 0.1890 |
| adders and majority gates | 0.2416 |
## placed cells by master, fill, tap and decap left out, types with 3 or more instances in the layout
| cell type | n |
|---|---|
| ha_1 | 10 |
| fa_2 | 3 |
| a21oi_1 | 8 |
| a21o_1 | 5 |
| mux2_2 | 3 |
| nor2b_1 | 5 |
| xor2_1 | 6 |
| mux2i_1 | 8 |
| xnor2_1 | 10 |
| inv_1 | 14 |
| o21ai_0 | 3 |
| a21oi_2 | 3 |
| clkdlybuf4s50_1 | 14 |
| a211oi_1 | 3 |
| nor2_1 | 15 |
| nand2_1 | 5 |
| buf_4 | 17 |
## path summary, 6_finish.rpt
| kind | startpoint | end |
|---|---|---|
| max | A[1] | Product[7] |
| min | A[0] | Product[0] |
## routing by layer
| metal | global-route usage | vias to the layer above | routed length, µm |
|---|---|---|---|
| li1 | - | 518 | - |
| met3 | 0.01016 | 0 | 148 |
| met5 | 0 | - | 0 |
| met2 | 0.07557 | 10 | 1043 |
| met4 | 0.001070 | 0 | 0 |
| met1 | 0.07215 | 421 | 1348 |
## per-stage QoR
| stage | setup WS [ps] | total power, mW | instances | hold WS (ps) | area [µm²] |
|---|---|---|---|---|---|
| floorplan | 975.9 | 0.1226 | 134 | 3394 | 973.4 |
| global placement | 44.75 | 0.1998 | 238 | 4386 | 1316 |
| detailed placement | 28.80 | 0.2001 | 238 | 4383 | 1316 |
| CTS | 12.51 | 0.2018 | 238 | 4389 | 1316 |
| global route | -37.27 | 0.2433 | 241 | 4127 | 1430 |
| finish | 331.6 | 0.2119 | 241 | 4093 | 1430 |
## what timing repair did
| action | CTS | global route |
|---|---|---|
| hold endpoints to repair | 0 | 0 |
| gates resized | 0 | 21 |
| endpoints found under the setup margin | 0 | 2 |
| setup buffers | 0 | 2 |
## final cells by class
cell class / instances / area (µm²) / area share
diodes: 1 / 2.502 / 0.001750
multi-input cells: 113 / 982.2 / 0.6868
repair buffers: 33 / 292.8 / 0.2047
well taps: 80 / 100.1 / 0.06999
inverters: 14 / 52.55 / 0.03675
Power is estimated from default activity; no workload was simulated.
