--- ./run.sh ---
#!/bin/bash
# OpenROAD 26Q1-2900-gdf79404cd8, Yosys 0.63+post, stock flow scripts
make -C /OpenROAD-flow-scripts/flow DESIGN_CONFIG=/design/flow/config.mk WORK_HOME=/design/flow/orfs finish
--- ./config.mk ---
export PLATFORM = sky130hd
export DESIGN_NAME = ALU_4bit
export DESIGN_NICKNAME = ALU_4bit
export VERILOG_FILES = /design/flow/design.v
export SDC_FILE = /design/flow/constraint.sdc
export NUM_CORES = 4
export LEC_CHECK = 1
export CORE_AREA = 10 10 70 70
export DIE_AREA = 0 0 80 80
--- ./constraint.sdc ---
current_design ALU_4bit

set clk_period 5.7
set clk_io_pct 0.2

create_clock -name clk0 -period $clk_period

set non_clock_inputs [all_inputs -no_clocks]
set_input_delay [expr $clk_period * $clk_io_pct] -clock clk0 $non_clock_inputs
set_output_delay [expr $clk_period * $clk_io_pct] -clock clk0 [all_outputs]
--- ./design.v ---
module ALU_4bit(
    input [3:0] A,
    input [3:0] B,
    input [2:0] Op,
    output reg [3:0] Result,
    output reg Zero,
    output reg Carry
    );
parameter ADD  = 3'b000;
parameter SUB  = 3'b001;
parameter AND  = 3'b010;
parameter OR   = 3'b011;
parameter XOR  = 3'b100;
parameter NOT  = 3'b101;
parameter NAND = 3'b110;
parameter NOR  = 3'b111;
wire [4:0] temp;
assign temp = (Op == ADD) ? (A + B) : 
              (Op == SUB) ? (A - B) : 5'b0;  
always @(*) begin 
Carry = 1'b0;
Zero = 1'b0;
case (Op)
            ADD: begin
                Result = temp[3:0];
                Carry = temp[4];
            end
            SUB: begin
                Result = temp[3:0];
                Carry = temp[4];
            end
            AND:  Result = A & B;
            OR:   Result = A | B;
            XOR:  Result = A ^ B;
            NOT:  Result = ~A;
            NAND: Result = ~(A & B);
            NOR:  Result = ~(A | B);
            default: Result = 4'b0000;
        endcase
        Zero = (Result == 4'b0000) ? 1'b1 : 1'b0;
    end              
endmodule
==> results.yml <==
# implementation run metrics
timing:
  max_slew_margin_pct: 73.5
  drv_slew: 0
  tightest_slew_ns: 0.392
  period_minus_slack_ns: 5.20
  fin_crit_sh_pct: 91.3
  hold_viol: 0
  setup_violations: 0
  max_freq_mhz: 192
  finalSetupTns_ns: 0
  rsz0062_at_grt: "false"
  timing.hold.ws_ns: 3.48
yosys:
  synth_seq_share_pct: 0
  syn_area_um2: 607
  avgSynthCellArea_um2: 7.40
  yosys_cells: 82
  syn_inst: 82
  ys_types: 33
  ys_area_um2: 607
  yosysWarnings: 1
cts:
  cts-resized-gates: 0
  cts_setup_buffers: 0
  postCtsHoldBufs: 0
global_routing:
  grt_max_degree: 16
  grt_pass1_wl_mm: 2.46
  grt_overflow: 0
  grt_pass1_vias: 562
  track_usage_pct: 4.46
  antenna_found_initial: 0
power_and_ir_drop:
  power_frac_seq_pct: 0
  p_int_w: 0.0000389
  irDropWorstVdd_v: 0.0000143
  switching_share_pct: 45.4
  clockPowerShare_pct: 0
  switchingPower_w: 0.0000323
  p_comb_share_pct: 100.0
  leakagePower_nw: 0.356
  powerDensity_mw_per_mm2: 89.3
floorplanning:
  die_x_um: 80
  dieArea_mm2: 0.00640
  core.rowCount: 21
  die_y_um: 80
  fp_util_pct: 17.8
  coreArea_mm2: 0.00342
  ioPinCount: 17
drt:
  via_per_inst: 3.96
  drtIter0Drc: 37
  first_pass_iters: 4
  routed_wl_mm: 1.43
  diodes: 0
  detail-route-antenna-nets: 0
  route.vias.total: 566
  wl_per_cell_um: 10.0
  drcViolationCount: 0
cells_and_area:
  stdcell_count: 143
  ff_count: 0
  layout_top_cell: "clkdlybuf4s50_1"
  synthToLayoutAreaGrowth_pct: 31.3
  flop_area_um2: 0
  clkbuf_count: 0
  drive_above_1_share_pct: 11.3
  lay_top_cells: "clkdlybuf4s50_1, ha_1, inv_1, nor2_1"
setup_path:
  critical_path_class: "in2out"
  crit_arrival_ns: 4.06
  worstPathRequired_ns: 4.56
  end_kind: "output port"
  critPathMaxFanout: 10
  startpoint_type: "primary input"
run:
  max_cap_violations: 0
  warnings: 36
place:
  port_buffers: 17
  placed_cells: 143
  dp_hpwl_mm: 1.31
  place_congestion: 0.818
worst_hold_path:
  worstHoldStart: "Op[2]"
  worst_hold_path.num_cells: 3
  hold_path_end: "Carry"
  hold_path.class: "in2out"
run_status:
  status: "finished, final reports clean"
==> power groups by stage <==
stage	sequential, W	clock (W)	combinational [W]
after CTS	0	0	0.0000729
after global routing	0	0	0.0000806
final	0	0	0.0000711
==> routing by layer <==
metal	share of wire [%]	GRT usage [%]	vias to the layer above
met5	0	0	-
met4	0	0	0
met3	6.6	0.795	0
met2	48	7.54	8
met1	45	6.07	246
li1	-	-	312
==> cells in the mapped netlist, types with 2 or more instances <==
library cell	n	area share, %
nand3_1	2	1.6
nor3_1	2	1.6
inv_2	2	1.2
ha_1	12	25
a31oi_1	2	2.1
a21oi_1	5	4.1
buf_8	2	4.9
o22ai_1	2	2.1
nand2_1	5	3.1
a21o_1	2	2.5
buf_6	2	3.7
xnor2_1	4	5.8
inv_1	11	6.8
nor2_1	10	6.2
==> worst max-delay path, stage by stage <==
cell and delay, ns:
clkdlybuf4s50_1 0.58, nor3_2 0.31, mux2_2 0.38, ha_1 0.28
a21o_1 0.19, a21oi_2 0.14, xor2_1 0.16, o311ai_1 0.13
nor4_2 0.26, clkdlybuf4s50_1 0.50
==> final cells by class <==
type               count  area [um2]
fillers              385        2620
multi-input cells     65         505
inverters             13        48.8
well taps             46        57.6
repair buffers        19         185
==> worst max-delay path by stage <==
stage | end | depth (start not counted) | start | slack (ns)
4_1_cts | Zero | 10 | Op[2] | 0.48
5_1_grt | Zero | 10 | Op[2] | 0.30
6_report | Zero | 10 | Op[2] | 0.50
==> stage by stage <==
step / power [W] / cell area, um2 / setup WS [ns] / utilization, %
after floorplan: 0.0000466 / 607 / 1.63 / -
after global routing: 0.0000806 / 797 / 0.304 / 23.3
after CTS: 0.0000729 / 797 / 0.476 / 23.3
final: 0.0000711 / 797 / 0.495 / 23.3
after global placement: 0.0000719 / 797 / 0.508 / 23.3
after detailed placement: 0.0000725 / 797 / 0.485 / 23.3
==> cell families after synthesis <==
kind of cell | Yosys count | synth area share (%)
XOR/XNOR | 5 | 7.22
AND-OR/OR-AND | 20 | 22.9
AND/OR/NAND/NOR | 25 | 21.7
multiplexers | 2 | 3.51
buffers and inverters | 17 | 16.7
adder cells (fa/ha/maj) | 13 | 28.0
Power is estimated from default activity; no workload was simulated.
