--- /design/flow/design.v ---
module full_adder(
    input A,
    input B,
    input Cin,
    output sum,
    output Cout
    );
     assign sum = A ^ B ^ Cin;
assign Cout = (A & B) | (Cin & (A ^ B));
endmodule
module fbfa(
    input A0, A1, A2, A3,
    input B0, B1, B2, B3,
    input Cin,
    output S0, S1, S2, S3,
    output C4
);
    wire C1, C2, C3;
    full_adder FA0(.A(A0), .B(B0), .Cin(Cin), .sum(S0), .Cout(C1));
    full_adder FA1(.A(A1), .B(B1), .Cin(C1), .sum(S1), .Cout(C2));
    full_adder FA2(.A(A2), .B(B2), .Cin(C2), .sum(S2), .Cout(C3));
    full_adder FA3(.A(A3), .B(B3), .Cin(C3), .sum(S3), .Cout(C4));
endmodule
--- /design/flow/run.sh ---
#!/bin/bash
# OpenROAD 26Q1-2900-gdf79404cd8, Yosys 0.63+post, stock flow scripts
make -C /OpenROAD-flow-scripts/flow DESIGN_CONFIG=/design/flow/config.mk WORK_HOME=/design/flow/orfs finish
--- /design/flow/config.mk ---
export PLATFORM = sky130hd
export DESIGN_NAME = fbfa
export DESIGN_NICKNAME = fbfa
export VERILOG_FILES = /design/flow/design.v
export SDC_FILE = /design/flow/constraint.sdc
export NUM_CORES = 4
export LEC_CHECK = 1
export CORE_AREA = 10 10 70 70
export DIE_AREA = 0 0 80 80
--- /design/flow/constraint.sdc ---
current_design fbfa

set clk_period 3.8
set clk_io_pct 0.2

create_clock -name clk0 -period $clk_period

set non_clock_inputs [all_inputs -no_clocks]
set_input_delay [expr $clk_period * $clk_io_pct] -clock clk0 $non_clock_inputs
set_output_delay [expr $clk_period * $clk_io_pct] -clock clk0 [all_outputs]
==> results.py <==
# Physical implementation metrics
metrics = {
    "timing": {
        "worstMarginPinSlew_ns": 0.0978,
        "hold_viol": 0,
        "fin_crit_sh": 0.931,
        "drv_slew": 0,
        "fmax_ghz": 0.283,
        "rsz0062_at_grt": "no",
        "timing.final.crit_period_ns": 3.54,
        "max-slew-margin-rel": 0.935,
        "setup_violations": 0,
        "fin_setup_tns_ns": 0,
    },
    "routing": {
        "antenna_left": 0,
        "num_antenna_cells": 0,
        "drc_errors": 0,
        "wl_per_cell_um": 5.99,
        "first_pass_iters": 1,
        "via_count": 133,
        "wirelength_um": 443,
        "drtIter0Drc": 0,
        "via_per_inst": 1.80,
    },
    "setup_path": {
        "crit_buf_inv": 6,
        "start_kind": "input port",
        "max_stage_delay_ns": 0.46,
        "crit_arrival_ns": 2.78,
        "critPathKind": "in2out",
        "path_cells": "dlygate4sd2_1, inv_2, fa_2, inv_2, fa_2, fa_2, inv_2, fa_1, inv_1, clkdlybuf4s50_1",
        "crit_path_max_fanout": 1,
        "worstSetupEndpointType": "output pin",
        "crit_family": "adder cells",
        "slowest_stage": "clkdlybuf4s50_1",
        "required_ns": 3.04,
    },
    "final_layout": {
        "seq_cells": 0,
        "seqCellArea_um2": 0,
        "area_growth_pct": 170,
        "nClkBuffers": 0,
        "fin_util": 0.0930,
        "fin_cells": 74,
        "nFillCells": 403,
        "final_layout_size_suffix_gt1_frac": 0.286,
    },
    "grt": {
        "first_global_vias": 132,
        "antenna_found_initial": 0,
        "grt_use_total": 0.0132,
        "grt_max_degree": 2,
        "grt_pass1_wl_um": 669,
        "grt_overflow": 0,
    },
    "synth": {
        "top_area_cell": "fa_1",
        "yosysTopAreaCellShare": 0.681,
        "top_cells_by_area": "fa_1, inv_1",
        "ys_cells": 14,
        "ys_warn_count": 0,
        "postSynthCellCount": 14,
        "top_cell": "inv_1",
        "synthTopCellsByCount": "inv_1, fa_1",
        "synth.avg_cell_area_um2": 8.40,
        "seq_area_frac_synth": 0,
        "synth_cell_types": 2,
        "yosys_area_um2": 118,
        "syn_area_um2": 118,
    },
    "placed_design": {
        "dp_hpwl_um": 442,
        "portBuffers": 14,
        "gp_congestion": 0.776,
        "dp.cells": 74,
    },
    "floorplan": {
        "pin_count": 14,
        "initCoreUtil": 0.0344,
        "die_x_um": 80,
        "die_h_um": 80,
        "core_area_mm2": 0.00342,
        "die_area_mm2": 0.00640,
        "rows": 21,
    },
    "clock_network": {
        "postCtsSetupBuffers": 0,
        "cts_resized": 12,
        "cts_hold_buf": 0,
    },
    "pwr": {
        "p_leak_nw": 0.135,
        "p_per_area_mw_per_mm2": 118,
        "max-vdd-ir-drop_v": 0.0000330,
    },
    "job": {
        "log.warning_count": 32,
        "maxCapViolations": 0,
    },
    "worst_hold_path": {
        "hold_path_class": "in2out",
    },
    "outcome": {
        "status": "finished, final reports clean",
    },
}
worst paths after layout:
kind	from	to	slack, ns	cells past startpoint
setup / recovery	A0	C4	0.26	10
hold / removal	B3	S3	2.40	5
placed cells by master (no fill, tap or decap), drive strengths merged:
cell type       n
inv            10
clkdlybuf4s50  10
fa              4
dlygate4sd2     4
logic make-up after synthesis:
logic type,synth area share
adder cells (fa/ha/maj),0.681
buffers and inverters,0.319
metrics by stage:
step | power (W) | hold slack (ns) | cell area, um2 | setup WS [ns]
6_report | 0.0000374 | 2.40 | 318 | 0.260
5_1_grt | 0.0000426 | 2.45 | 318 | 0.141
4_1_cts | 0.0000390 | 2.42 | 318 | 0.224
3_5_place_dp | 0.0000391 | 2.59 | 315 | -0.228
3_3_place_gp | 0.0000381 | 2.56 | 315 | -0.185
2_1_floorplan | 0.00000689 | 1.63 | 118 | 0.803
report_power, final:
part,internal (W),switching [W]
clock,0,0
sequential,0,0
combinational,0.0000259,0.0000116
layout make-up:
type	count	area (um2)	area share
inverters	10	37.5	0.118
multi-input cells	4	87.6	0.276
well taps	46	57.6	0.181
repair buffers	14	135	0.425
routing by layer:
| metal | up-vias | wire, um | global-route usage |
|---|---|---|---|
| li1 | 60 | - | - |
| met1 | 60 | 215 | 0.0187 |
| met2 | 13 | 148 | 0.0193 |
| met3 | 0 | 80 | 0.00568 |
| met4 | 0 | 0 | 0 |
| met5 | - | 0 | 0 |
worst min-delay path, cell delays in order:
cell,delay [ns]
clkdlybuf4s50_1,0.40
inv_1,0.07
fa_1,0.16
inv_1,0.03
dlygate4sd2_1,0.23
Power figures rest on the tool's default switching activity, not on a simulated workload.
